[flow/config.mk]
export PLATFORM = sky130hd
export DESIGN_NAME = led_control
export DESIGN_NICKNAME = led_control
export VERILOG_FILES = /design/flow/design.v
export SDC_FILE = /design/flow/constraint.sdc
export NUM_CORES = 4
export LEC_CHECK = 1
export CORE_AREA = 10 10 107 107
export DIE_AREA = 0 0 117 117
[flow/constraint.sdc]
current_design led_control

set clk_period 3.9
set clk_io_pct 0.2

create_clock -name clk0 -period $clk_period [get_ports {inclk}]

set non_clock_inputs [all_inputs -no_clocks]
set_input_delay [expr $clk_period * $clk_io_pct] -clock clk0 $non_clock_inputs
set_output_delay [expr $clk_period * $clk_io_pct] -clock clk0 [all_outputs]
[flow/design.v]
`default_nettype none
module 
picoblaze_template
#(
parameter clk_freq_in_hz = 25000000
) (
				output reg[7:0] led,
				input clk,
				input [7:0] input_data,
			   output wire [23:0] sseg,
         output reg led_0, 
         input [7:0] audio_data, 
         input interrupt 
			     );
wire[9:0]  address;
wire[17:0]  instruction;
wire[7:0]  port_id;
wire[7:0]  out_port;
reg[7:0]  in_port;
wire  write_strobe;
wire  read_strobe;
wire  interrupt_ack;
wire  kcpsm3_reset;
reg[26:0] int_count;
reg event_1hz;
reg        lcd_rw_control;
reg[7:0]   lcd_output_data;
pacoblaze3 led_8seg_kcpsm
(
                  .address(address),
               .instruction(instruction),
                   .port_id(port_id),
              .write_strobe(write_strobe),
                  .out_port(out_port),
               .read_strobe(read_strobe),
                   .in_port(in_port),
                 .interrupt(interrupt),
             .interrupt_ack(interrupt_ack),
                     .reset(kcpsm3_reset),
                       .clk(clk));
 wire [19:0] raw_instruction;
	pacoblaze_instruction_memory 
	pacoblaze_instruction_memory_inst(
     	.addr(address),
	    .outdata(raw_instruction)
	);
	always @ (posedge clk)
	begin
	      instruction <= raw_instruction[17:0];
	end
    assign kcpsm3_reset = 0;                       
  always @ (posedge clk)
  begin
      if (int_count==(clk_freq_in_hz-1))  
		begin
         int_count <= 0;
         event_1hz <= 1;
      end else
		begin
         int_count <= int_count + 1;
         event_1hz <= 0;
      end
 end
 always @ (posedge clk)
 begin
    case (port_id[7:0])
        8'h0:    in_port <= input_data;
        8'h1:    in_port <= audio_data; 
        default: in_port <= 8'bx;
    endcase
end
  always @ (posedge clk)
  begin
        if (write_strobe & port_id[7])   
          led <= out_port;
        if (write_strobe & port_id[6])   
          sseg[7:0] <= out_port;
		  if (write_strobe & port_id[5])   
          sseg[15:8] <= out_port;
        if (write_strobe & port_id[4])   
          led_0 <= out_port;
  end
endmodule
module led_control(inclk, LED);
    input inclk; 
    output [7:0] LED; 
    logic clk_1Hz; 
    logic [7:0] LED_reg;
    logic [3:0] next_state = 4'd0;  
    logic [3:0] current_state; 
    assign LED = LED_reg;  
    clk_divider slow_clk(.inclk(inclk), .finalcount(28'd50000000), .outclk(clk_1Hz)); 
	vDFF state_controller(.clk(clk_1Hz), .in(next_state), .out(current_state)); 
    always @(*) begin
        case(current_state)    
            4'd0: next_state = 4'd1; 
            4'd1: next_state = 4'd2;
            4'd2: next_state = 4'd3;
            4'd3: next_state = 4'd4;
            4'd4: next_state = 4'd5;
            4'd5: next_state = 4'd6;
            4'd6: next_state = 4'd7;
            4'd7: next_state = 4'd8;
            4'd8: next_state = 4'd9;
            4'd9: next_state = 4'd10;
            4'd10: next_state = 4'd11;
            4'd11: next_state = 4'd0;
            default: next_state = 4'd0; 
        endcase 
    end 
    always @(*) begin 
        case(current_state)
            4'd0:  LED_reg = 8'b0000001; 
            4'd1:  LED_reg = 8'b0000010; 
            4'd2:  LED_reg = 8'b0000100; 
            4'd3:  LED_reg = 8'b0001000; 
            4'd4:  LED_reg = 8'b0010000;
            4'd5:  LED_reg = 8'b0100000; 
            4'd6:  LED_reg = 8'b1000000;
            4'd7:  LED_reg = 8'b0100000; 
            4'd8:  LED_reg = 8'b0010000; 
            4'd9:  LED_reg = 8'b0001000; 
            4'd10:  LED_reg = 8'b0000100;
            4'd11:  LED_reg = 8'b0000010; 
            default:  LED_reg = 8'bx;
        endcase
    end
endmodule 
module vDFF(clk, in, out); 
	input clk; 
	input [3:0] in; 
	output [3:0] out;
	reg [3:0] out; 
	always @(posedge clk) begin  
	  out <= in; 
	end
endmodule 
module clk_divider(inclk, outclk, finalcount); 
    input inclk;  
    input [27:0] finalcount;  
    output reg outclk = 1'b0;   
    logic [27:0] cycle_count = 28'b0;  
    always@(posedge inclk) begin 
        if(cycle_count >= ((finalcount/2) - 1))  
            begin 
            outclk <= ~outclk; 
            cycle_count <= 28'b0; 
            end 
        else 
            cycle_count <= cycle_count + 1; 
    end 
endmodule
[flow/run.sh]
#!/bin/bash
# OpenROAD 26Q1-2900-gdf79404cd8, Yosys 0.63+post, stock flow scripts
make -C /OpenROAD-flow-scripts/flow DESIGN_CONFIG=/design/flow/config.mk WORK_HOME=/design/flow/orfs finish
==> impl_metrics.json <==
{
  "status": "finished, final reports clean",
  "cts_buffers": 5,
  "fp-row-count": 35,
  "critPathLaunch": "slow_clk.cycle_count[11]$_SDFF_PP0_",
  "p_switching_w": 0.000119,
  "tightest_slew_ns": 0.534,
  "pin_count": 9,
  "wire_per_inst_um": 9.03,
  "warnings": 28,
  "ys.flops": 33,
  "cp-start-kind": "register",
  "drt_wl_total_um": 2700,
  "cts_hold_buf": 0,
  "endpoint": "slow_clk.cycle_count[24]$_SDFF_PP0_",
  "p_leak_nw": 0.572,
  "netSwitchingFraction_pct": 20.2,
  "track_usage_pct": 4.10,
  "critPathRequiredTime_ns": 4.11,
  "antenna_found_initial": 0,
  "areaGrowthSynthToFinish_pct": 18.2,
  "cts_buffer_depth": 2,
  "cap_violations": 0,
  "final_util_pct": 19.8,
  "core_um2": 9200,
  "syn_area_um2": 1540,
  "finalCritPeriodShare_pct": 50.0,
  "ff2ff_path_depth": 4,
  "cts_resized": 0,
  "grt.overflow.total": 0,
  "dieArea_um2": 13700,
  "num_antenna_cells": 0,
  "drive_gt1_share_pct": 5.85,
  "clock_latency_ns": 0.28,
  "syn_inst": 177,
  "untimed_endpoints": 11,
  "port_buffers": 7,
  "unclocked_regs": 4,
  "period_minus_slack_ns": 1.95,
  "hp-class": "register to register",
  "r2r-start": "slow_clk.cycle_count[11]$_SDFF_PP0_",
  "r2r_end": "slow_clk.cycle_count[24]$_SDFF_PP0_",
  "htreeDepth": 2,
  "slew_headroom_pct": 64.4,
  "worstPathMaxFanout": 11,
  "grt_first_pass_wirelength_um": 4750,
  "p_int_w": 0.000469,
  "nFillCells": 988,
  "rsz0062_at_grt": "no",
  "flop_cell": "dfxtp_1",
  "ys_cells": 177,
  "syn_area_per_cell_um2": 8.72,
  "hold_viol": 0,
  "via_per_inst": 4.05,
  "grt_max_degree": 27,
  "setup_tns_ns": 0,
  "crit_path_end_kind": "register",
  "critPathArrivalTime_ns": 2.16,
  "vias": 1211,
  "fp.dieH_um": 117,
  "ys_types": 37,
  "finalMaxSlewViolations": 0,
  "ant_nets": 0,
  "cellPowerDensity_nw_per_um2": 322,
  "yosysChipArea_um2": 1540,
  "edf_count": 1,
  "clk_pin_slew_ns": 0.06,
  "place.gp.congestion": 0.823,
  "comb_power_share_pct": 1.0,
  "cts_tree": "yes",
  "finalClockSkew_ns": 0.00213,
  "drcViolationCount": 0,
  "peakVddDrop_v": 0.000114,
  "dpl.hpwl_um": 1890,
  "pwr-share-seq_pct": 53.0,
  "async_flop_share_pct": 0,
  "synth_warnings": 3,
  "cts_root_buffer": "clkbuf_8",
  "dr.pass1.iters": 4,
  "post_cts_buffers": 0,
  "fp_util_pct": 16.8,
  "r2r_slack_ns": 1.95,
  "die_width_um": 117,
  "grt_pass1_vias": 1096,
  "drt_iter0_markers": 48,
  "finalSetupViolations": 0,
  "ys_seq_share_pct": 43.5,
  "worstSetupPathType": "register to register",
  "fmax_mhz": 513,
  "power_frac_clock_pct": 46.1
}
==> logic make-up (layout without fill, tap and decap cells) <==
| kind of cell | after synthesis | after routing | synth area share, % |
|---|---|---|---|
| other | 1 | 4 | 0.243 |
| DFF | 33 | 33 | 43.5 |
| buffers and inverters | 16 | 24 | 4.87 |
| xor gates and xnor gates | 13 | 13 | 7.38 |
| adders and majority gates | 5 | 5 | 4.06 |
| and+or+nand+nor | 80 | 80 | 28.1 |
| AOI/OAI and AO/OA | 29 | 29 | 11.9 |
==> synth_stat cells, types with 2 or more instances <==
| master | number | area share, % |
|---|---|---|
| dfxtp_1 | 32 | 42 |
| inv_1 | 9 | 2.2 |
| a22o_1 | 2 | 1.1 |
| xor2_1 | 5 | 2.8 |
| o21ai_0 | 4 | 1.3 |
| nor2b_1 | 3 | 1.2 |
| or4_1 | 9 | 4.4 |
| nor3_1 | 3 | 0.97 |
| ha_1 | 5 | 4.1 |
| nand4_1 | 6 | 2.4 |
| a21oi_1 | 12 | 3.9 |
| nor4_1 | 3 | 1.2 |
| nand2_1 | 11 | 2.7 |
| o31ai_1 | 7 | 3.4 |
| nand3_1 | 8 | 2.6 |
| nor2_1 | 19 | 4.6 |
| clkbuf_1 | 2 | 0.49 |
| nand2b_1 | 2 | 0.81 |
| xnor2_1 | 8 | 4.5 |
| or3_1 | 3 | 1.2 |
| and2_1 | 4 | 1.6 |
| buf_2 | 3 | 0.97 |
| and3_1 | 3 | 1.2 |
==> power groups by stage <==
stage / combinational (W) / clock [W] / sequential, W
CTS: 0.00000575 / 0.000275 / 0.000312
finish: 0.00000558 / 0.000271 / 0.000311
global route: 0.00000658 / 0.000291 / 0.000312
==> worst min path at each step <==
stage,cells past startpoint,start,endpoint,slack [ns]
4_1_cts,1,slow_clk.cycle_count[0]$_SDFF_PP0_,slow_clk.cycle_count[0]$_SDFF_PP0_,0.46
5_1_grt,1,slow_clk.cycle_count[0]$_SDFF_PP0_,slow_clk.cycle_count[0]$_SDFF_PP0_,0.49
6_report,1,slow_clk.cycle_count[0]$_SDFF_PP0_,slow_clk.cycle_count[0]$_SDFF_PP0_,0.46
==> layer usage <==
layer,GRT usage [%],vias up,part of all wire [%]
met4,0.824,0,2.5
met5,0,-,0
met2,6.75,20,45
met1,5.41,546,49
met3,0.929,6,3.4
li1,-,639,-
==> layout make-up <==
type	count	area, um^2	area share (%)
Multi-Input combinational cell	131	808	44.3
Timing Repair Buffer	7	70.1	3.84
Inverter	9	33.8	1.85
Clock buffer	7	96.3	5.28
Tap cell	111	139	7.62
Sequential cell	33	671	36.8
Clock inverter	1	5.00	0.275
==> metrics by stage <==
stage,power [W],worst slack [ns],hold slack [ns],std cells,instance area [um^2]
finish,0.000588,1.95,0.455,299,1820
global route,0.000610,1.87,0.494,299,1820
CTS,0.000592,1.97,0.460,299,1820
detailed placement,0.000324,2.00,0.445,291,1720
global placement,0.000324,2.02,0.444,291,1720
floorplan,0.000323,2.02,0.426,180,1550
==> flip-flops by register name, indices dropped and copies added, names as in the netlist <==
name / cells
slow_clk.outclk: 1
state_controller.out: 4
slow_clk.cycle_count: 28
==> worst max-delay path, stage by stage (launching register included) <==
cell and delay [ns]:
dfxtp_1 0.38, nand4_1 0.19, or4_4 0.64, or4_1 0.53, a21oi_1 0.14
==> placed cells by master, fill, tap and decap left out, types with 5 or more instances in the layout <==
master           instances
nand2_1                 11
xor2_1                   5
inv_1                    9
xnor2_1                  8
clkdlybuf4s50_1          7
or4_1                    9
o31ai_1                  7
dfxtp_1                 32
clkbuf_8                 7
nand4_1                  6
a21oi_1                 12
nor2_1                  19
nand3_1                  8
ha_1                     5
Power is estimated from default activity; no workload was simulated.
